### ./design.v
`timescale 1ns / 1ps
module mem_ctrl
	#(
	parameter PORT_COUNT = 2,
	parameter DATA_WIDTH_BYTE = 4,
	parameter ADDR_WIDTH_BYTE = 4
	)
	(
	CLK, RST,
	send_flag, send_data, send_length,
	recv_flag, recv_data, recv_length,
	sendable, receivable,
	rw_flag_,		 
	addr_, 
	read_data_, write_data_, write_mask_,
	busy, done
    );
    localparam DATA_WIDTH = 	8 * DATA_WIDTH_BYTE;
    localparam ADDR_WIDTH = 	8 * ADDR_WIDTH_BYTE;
    localparam LENGTH_WIDTH = 	((DATA_WIDTH_BYTE <= 0)		? -1 : 
	(DATA_WIDTH_BYTE == 1)		? 0 : 
	(DATA_WIDTH_BYTE <= 2) 		? 1 : 
	(DATA_WIDTH_BYTE <= 4) 		? 2 : 
	(DATA_WIDTH_BYTE <= 8) 		? 3 : 
	(DATA_WIDTH_BYTE <= 16) 		? 4 : 
	(DATA_WIDTH_BYTE <= 32)		? 5 : 
	(DATA_WIDTH_BYTE <= 64)		? 6 : 
	(DATA_WIDTH_BYTE <= 128)		? 7 : 
	(DATA_WIDTH_BYTE <= 256)		? 8 : 
	(DATA_WIDTH_BYTE <= 512)		? 9 : 
	(DATA_WIDTH_BYTE <= 1024)		? 10 : 
	(DATA_WIDTH_BYTE <= 2048)		? 11 : 
	(DATA_WIDTH_BYTE <= 4096)		? 12 : 
	(DATA_WIDTH_BYTE <= 8192)		? 13 : 
	(DATA_WIDTH_BYTE <= 16384)	? 14 : 
	(DATA_WIDTH_BYTE <= 32768)	? 15 : 
	(DATA_WIDTH_BYTE <= 65536)	? 16 : 
	(DATA_WIDTH_BYTE <= 131072)	? 17 : 
	(DATA_WIDTH_BYTE <= 262144)	? 18 : 
	(DATA_WIDTH_BYTE <= 524288)	? 19 : 
	(DATA_WIDTH_BYTE <= 1048576)	? 20 : -1) + 1;
    localparam PORT_COUNT_BIT = ((PORT_COUNT <= 0)		? -1 : 
	(PORT_COUNT == 1)		? 0 : 
	(PORT_COUNT <= 2) 		? 1 : 
	(PORT_COUNT <= 4) 		? 2 : 
	(PORT_COUNT <= 8) 		? 3 : 
	(PORT_COUNT <= 16) 		? 4 : 
	(PORT_COUNT <= 32)		? 5 : 
	(PORT_COUNT <= 64)		? 6 : 
	(PORT_COUNT <= 128)		? 7 : 
	(PORT_COUNT <= 256)		? 8 : 
	(PORT_COUNT <= 512)		? 9 : 
	(PORT_COUNT <= 1024)		? 10 : 
	(PORT_COUNT <= 2048)		? 11 : 
	(PORT_COUNT <= 4096)		? 12 : 
	(PORT_COUNT <= 8192)		? 13 : 
	(PORT_COUNT <= 16384)	? 14 : 
	(PORT_COUNT <= 32768)	? 15 : 
	(PORT_COUNT <= 65536)	? 16 : 
	(PORT_COUNT <= 131072)	? 17 : 
	(PORT_COUNT <= 262144)	? 18 : 
	(PORT_COUNT <= 524288)	? 19 : 
	(PORT_COUNT <= 1048576)	? 20 : -1);
    localparam SEND_BYTE = 		DATA_WIDTH_BYTE + ADDR_WIDTH_BYTE + DATA_WIDTH_BYTE / 8 + 1;
	input CLK, RST;
	output reg send_flag;
	output reg [SEND_BYTE*8-1:0] send_data;
	output reg [4:0] send_length;
	output reg recv_flag;
	input [SEND_BYTE*8-1:0] recv_data;
	input [4:0] recv_length;
	input sendable, receivable;
	input [PORT_COUNT*2-1:0] 					rw_flag_;
	input [PORT_COUNT * ADDR_WIDTH-1:0] 		addr_;
	output [PORT_COUNT * DATA_WIDTH-1:0] 		read_data_;
	input [PORT_COUNT * DATA_WIDTH-1:0] 		write_data_;
	input [PORT_COUNT * DATA_WIDTH_BYTE-1:0]	write_mask_;
	output reg [PORT_COUNT-1:0]					busy;
	output reg [PORT_COUNT-1:0] 				done;
	wire [1:0] 					rw_flag[PORT_COUNT-1:0];
	wire [ADDR_WIDTH-1:0] 		addr[PORT_COUNT-1:0];
	reg [DATA_WIDTH-1:0] 		read_data[PORT_COUNT-1:0];
	wire [DATA_WIDTH-1:0] 		write_data[PORT_COUNT-1:0];
	wire [DATA_WIDTH_BYTE-1:0]	write_mask[PORT_COUNT-1:0];
	genvar j;
	generate
		for(j=0; j<PORT_COUNT; j=j+1) begin: ainst
			assign rw_flag[j] 		= rw_flag_[(j+1)*2-1:j*2];
			assign addr[j] 			= addr_[(j+1)*ADDR_WIDTH-1:j*ADDR_WIDTH];
			assign read_data_[(j+1)*DATA_WIDTH-1:j*DATA_WIDTH] = read_data[j];
			assign write_data[j] 	= write_data_[(j+1)*DATA_WIDTH-1:j*DATA_WIDTH];
			assign write_mask[j]	= write_mask_[(j+1)*DATA_WIDTH_BYTE-1:j*DATA_WIDTH_BYTE];
		end
	endgenerate
	localparam NO_PORT = (1 << (PORT_COUNT_BIT + 1)) - 1;
	wire [PORT_COUNT_BIT:0] wait_port;
	reg [PORT_COUNT_BIT:0] serv_port;
	reg [1:0] 					pending_flag[PORT_COUNT-1:0];
	reg [ADDR_WIDTH-1:0] 		pending_addr[PORT_COUNT-1:0];
	reg [DATA_WIDTH-1:0]		pending_write_data[PORT_COUNT-1:0];
	reg [DATA_WIDTH_BYTE-1:0]	pending_write_mask[PORT_COUNT-1:0];
	localparam STATE_IDLE = 0;
	localparam STATE_WAIT_FOR_RECV = 1;
	reg state;
	wire [PORT_COUNT_BIT:0] wait_port_tmp[PORT_COUNT-1:0];
	assign wait_port = wait_port_tmp[PORT_COUNT-1];
	generate
		assign wait_port_tmp[0] = (rw_flag[0] == 0 && pending_flag[0] == 0) ? NO_PORT : 0;
		for(j=1; j<PORT_COUNT; j=j+1) begin: binst
			assign wait_port_tmp[j] = (wait_port_tmp[j-1] != NO_PORT || (rw_flag[j] == 0 && pending_flag[j] == 0)) ? wait_port_tmp[j-1] : j;
		end
	endgenerate
	task set_pending;
		input [PORT_COUNT_BIT:0] port_id;
		begin
			if(rw_flag[port_id] != 0 && busy[port_id] == 0) begin
				pending_flag[port_id] <= rw_flag[port_id];
				pending_addr[port_id] <= addr[port_id];
				pending_write_data[port_id] <= write_data[port_id];
				pending_write_mask[port_id] <= write_mask[port_id];
				busy[port_id] <= 1;
			end
		end
	endtask
	task send_request;
		input [1:0] 				in_flag;
		input [ADDR_WIDTH-1:0] 		in_addr;
		input [DATA_WIDTH-1:0] 		in_write_data;
		input [DATA_WIDTH_BYTE-1:0]	in_write_mask;
		begin
			if(in_flag == 1) begin
				send_data <= {1'b0, in_addr};
				send_length <= ADDR_WIDTH_BYTE + 1;
				send_flag <= 1;
			end else if(in_flag == 2) begin
				send_data <= {1'b1, in_write_mask, in_addr, in_write_data};
				send_length <= SEND_BYTE;
				send_flag <= 1;
			end
		end
	endtask
	integer i;
	always @(posedge CLK or posedge RST) begin
		send_flag <= 0;
		recv_flag <= 0;
		done <= 0;
		if(RST) begin
			state <= STATE_IDLE;
			send_data <= 0;
			send_length <= 0;
			serv_port <= NO_PORT;
			busy <= 0;
			for(i=0; i<PORT_COUNT; i=i+1) begin
				read_data[i] <= 0;
				pending_flag[i] <= 0;
				pending_addr[i] <= 0;
				pending_write_data[i] <= 0;
				pending_write_mask[i] <= 0;
			end
		end else begin
			if(state != STATE_IDLE) begin
				for(i=0; i<PORT_COUNT; i=i+1)
					set_pending(i);
			end
			case(state)
			STATE_IDLE: begin
				for(i=0; i<PORT_COUNT; i=i+1)
					if(i != wait_port)
						set_pending(i);
				if(wait_port != NO_PORT) begin
					if(sendable) begin
						if(pending_flag[wait_port] != 0) begin
							send_request(pending_flag[wait_port], pending_addr[wait_port], pending_write_data[wait_port], pending_write_mask[wait_port]);
							if(pending_flag[wait_port] == 2) begin
								pending_flag[wait_port] <= 0;
								busy[wait_port] <= 0;
								done[wait_port] <= 1;
							end else begin
								serv_port <= wait_port;
								busy[wait_port] <= 1;
								state <= STATE_WAIT_FOR_RECV;
							end
						end else begin
							send_request(rw_flag[wait_port], addr[wait_port], write_data[wait_port], write_mask[wait_port]);
							if(rw_flag[wait_port] == 2) begin
								busy[wait_port] <= 0;
								done[wait_port] <= 1;
							end else begin
								serv_port <= wait_port;
								busy[wait_port] <= 1;
								state <= STATE_WAIT_FOR_RECV;
							end
						end
					end else begin
						if(rw_flag[wait_port] != 0)
							set_pending(wait_port);
					end
				end
			end
			STATE_WAIT_FOR_RECV: begin
				if(receivable) begin
					recv_flag <= 1;
					read_data[serv_port] <= recv_data[DATA_WIDTH-1:0];
					done[serv_port] <= 1;
					busy[serv_port] <= 0;
					pending_flag[serv_port] <= 0;
					serv_port <= NO_PORT;
					state <= STATE_IDLE;
				end
			end
			endcase
		end
	end
endmodule
### ./run.sh
#!/bin/bash
# OpenROAD 26Q1-2900-gdf79404cd8, Yosys 0.63+post, stock flow scripts
make -C /OpenROAD-flow-scripts/flow DESIGN_CONFIG=/design/flow/config.mk WORK_HOME=/design/flow/orfs finish
### ./config.mk
export PLATFORM = sky130hd
export DESIGN_NAME = mem_ctrl
export DESIGN_NICKNAME = mem_ctrl
export VERILOG_FILES = /design/flow/design.v
export SDC_FILE = /design/flow/constraint.sdc
export NUM_CORES = 4
export LEC_CHECK = 1
export CORE_UTILIZATION = 50
### ./constraint.sdc
current_design mem_ctrl

set clk_period 8.6
set clk_io_pct 0.2

create_clock -name clk0 -period $clk_period [get_ports {CLK}]

set non_clock_inputs [all_inputs -no_clocks]
set_input_delay [expr $clk_period * $clk_io_pct] -clock clk0 $non_clock_inputs
set_output_delay [expr $clk_period * $clk_io_pct] -clock clk0 [all_outputs]
==> run notes <==
The run has ended; figures from its reports follow.

The max-capacitance violation count came out at 0. The flow ran to the end, and the final reports show no timing, DRC or antenna violations. The met3 track demand over resource in global routing is 10.0%. The first-pass GRT wire length is 55900 um.

The slack of the worst reg-to-reg path is 4.81 ns. The most used flip-flop cell after synthesis is sky130_fd_sc_hd__dfrtp_1. The headroom to the max-slew limit is 45.3%. Per the gpl log, the routability congestion estimate is 0.857. The max-slew violation count is 0.

The cell that appears most often on the critical path is sky130_fd_sc_hd__buf_4. Traced cell by cell, the critical path runs through clkdlybuf4s50_1 > nor4_2 > buf_4 > a21oi_1 > ha_1 > or4_1 > a21oi_4 > buf_4 > buf_4 > mux2_2. Per the placement report, the placed cell count is 1597.

In the layout the commonest cells are sky130_fd_sc_hd__clkdlybuf4s50_1 (317), sky130_fd_sc_hd__dfrtp_1 (282), sky130_fd_sc_hd__mux2_2 (181), sky130_fd_sc_hd__mux2i_1 (127), sky130_fd_sc_hd__o221ai_1 (56). After synthesis, the cell types taking the most area are sky130_fd_sc_hd__dfrtp_1 (52%), sky130_fd_sc_hd__mux2_2 (15%), sky130_fd_sc_hd__mux2i_1 (9.4%). The initial antenna violation count came out at 9. For the final database, setup skew stands at 0.0130 ns.

The placeable core region is 26300 um2. The total congestion overflow after global routing came out at 0. The register area came out at 7110 um2. The number of distinct library cells after synthesis came out at 51. The tree is rooted in a sky130_fd_sc_hd__clkbuf_16. The number of logged tool warnings came out at 76. For this run, global-route usage on met2 was measured as 39.3%.

The post-CTS setup buffer count is 0. Per the detailed-route log, wirelength across all metal layers totals 34300 um. The worst setup path is of the primary input to flop kind. Entering global routing, the biggest net connects 89 pins.

The mean instance size in the synthesized netlist came out at 13.5 um2. The largest individual stage delay along the critical path comes from the cell sky130_fd_sc_hd__buf_4. The maximum level of the CTS H-tree came out at 1. The clock reaches the later pin of the worst-skew pair after 0.56 ns. The most used routing layer in global routing is met1. Compared with the post-synthesis result, the final layout area differs by 32.4%. The fraction of registers with async set or reset after synthesis is 100%.

The pre-antenna-repair detailed-routing pass consisted of 23 iterations. The number of vias in the routed layout is 9605. The maximum fanout count along the critical path came out at 46. Port buffering added 317 buffers. The hold-fix buffer count after cts is 0. STA classifies the critical path endpoint as a flop. TritonRoute output was used to compute an average wire per cell of 20.7 um. The sum of negative setup slack is 0 ns. The total die size came out at 27700 um2.

Looking at the max-slew report, the worst-margin pin has a slew of 0.818 ns. The via count normalized by instance count is 5.80. The CTS tree is built. The DRC violation count after routing is 0.

Counting the fill cells in the layout gives 1859. The final tally of hold violations came out at 0. Leaving out fill and tap cells, the most frequent cell in the layout is sky130_fd_sc_hd__clkdlybuf4s50_1. The number of cells in the yosys synthesis report is 1002. The fraction of final layout cells sized beyond drive strength 1 is 21.6%. The worst endpoint data arrival time is 5.59 ns.

Clock tree synthesis found a total of 284 sinks. The startpoint type of the worst setup path is a primary input. The mapped cell area came out at 13500 um2.

The number of gates given a new drive strength after cts is 0. The number of buffer and inverter stages on the critical path came out at 4. The total CTS buffers is 31.

The largest vdd supply drop came out at 0.264 mV. The data required time of the critical path came out at 9.03 ns. According to the hold report, the worst path is of the flop to flop type. The cell type contributing the most total cell area after synthesis is sky130_fd_sc_hd__dfrtp_1. The violation tally from detailed-route iteration zero came out at 431. Setup repair after global routing left no endpoint under its margin.

The synthesis-stage register bit count came out at 284. The height of the die came out at 167 um. The ratio of total power to cell area came out at 361 nW/um2. Yosys printed 6 warnings.

The via count of the first global-routing pass is 9979. The area used by multi-input combinational logic is 6030 um2. The register share after synthesis is 52.5%.

The final worst-path cycle share came out at 60.0%. The synthesized design contains 0 enable-type register cells. The synthesized design devotes to its leading area cell type 52.2% of total area. Per the post-CTS timing run, clock transition at the registers of the reported paths is 0.06 ns.

In the floorplan report the effective utilization is 51.5%. The antenna violation net count after detailed routing came out at 0. The maximum single-stage delay on the critical path is 0.67 ns. The number of buffers on the longest clock path came out at 3.

Based on the critical path, the design can be clocked at up to 194 MHz. Leaving out filler cells and counting taps, the final layout contains 1655. The global routing usage on met1 came out at 41.1%. For this run, the total global-route usage over all layers was measured as 27.0%. The standby leakage power is 0.00774 uW.

The row count is 59. The number of endpoints failing setup at the final stage came out at 0. The post-synth area from yosys stat came out at 13500 um2. The overall die width came out at 167 um. The family with the most delay on the worst path is buffers and inverters. The boundary pin count came out at 368. For this run the detailed placement stage logged an HPWL of 22300 um.

The synthesized instance count came out at 1002. The minimum clock period after layout came out at 5.16 ns.
## sequential cells by signal, summed over array words and instances, names as in the netlist
| register | cells |
|---|---|
| send_data | 68 |
| pending_addr | 64 |
| pending_write_data | 64 |
| read_data | 64 |
| pending_write_mask | 8 |
| pending_flag | 4 |
| send_length | 3 |
| busy | 2 |
| done | 2 |
| serv_port | 2 |
| recv_flag | 1 |
| send_flag | 1 |
| state | 1 |
## cell type report
class,instances,area share [%]
Timing Repair Buffer,343,18.9
Multi-Input combinational cell,624,33.7
Inverter,11,0.252
Clock buffer,50,5.01
Clock inverter,3,0.105
Antenna cell,5,0.0699
Tap cell,335,2.34
Sequential cell,284,39.7
## path summary, 6_finish.rpt
path / start / end / cells after the start
max in group asynchronous: RST / read_data[0][15] / 5
worst min-delay path: send_length[0] / send_length[0] / 1
worst min register to register: send_length[0] / send_length[0] / 1
worst max register to register: pending_flag[0][0] / pending_addr[0][7] / 9
min in group asynchronous: RST / send_data[46] / 3
worst max-delay path: rw_flag_[0] / pending_addr[0][7] / 10
## power breakdown
part	internal, uW	switching [uW]
combinational	1680	1170
sequential	2030	366
clock	703	511
## worst register-to-register path, delay by kind of cell, from the launching register on
family | cells | cell delay, ns
DFF | 1 | 0.43
AOI/OAI and AO/OA | 2 | 0.29
adders and majority gates | 1 | 0.34
buffers and inverters | 3 | 1.33
and+or+nand+nor | 2 | 0.86
muxes | 1 | 0.42
## per-stage QoR
| stage | setup WS, ns | hold WS, ns | cell area, um2 | total power (uW) | util [%] |
|---|---|---|---|---|---|
| detailed placement | 2.86 | 0.455 | 17000 | 5280 | 64.6 |
| global route | 3.26 | 0.485 | 17900 | 6900 | 68.1 |
| global placement | 2.88 | 0.449 | 17000 | 5240 | 64.6 |
| finish | 3.44 | 0.468 | 17900 | 6460 | 68.1 |
| floorplan | 3.12 | 0.408 | 13500 | 4040 | - |
| CTS | 3.42 | 0.468 | 17900 | 6530 | 68.1 |
## kinds of logic (layout without fill, tap and decap cells)
| kind of cell | Yosys count | after routing | synth area share [%] |
|---|---|---|---|
| mux | 352 | 352 | 30.1 |
| fa+ha+maj | 7 | 7 | 0.647 |
| simple gates | 69 | 69 | 2.62 |
| flops | 284 | 284 | 52.5 |
| compound gates | 191 | 191 | 10.8 |
| other cells | 1 | 10 | 0.0277 |
| buf+inv | 98 | 407 | 3.23 |
## metal layers
metal	up-vias	routed length (um)
li1	4420	-
met1	4788	14400
met2	338	15400
met3	53	3610
met4	6	859
met5	-	38
## synthesized netlist by cell type, drive strengths merged (2+ instances only)
cell,count
nor4,3
o22a,20
dfrtp,282
nor3b,3
mux2i,127
o31ai,2
and2,2
o21ba,2
nor3,2
nand2,24
a21oi,10
nand3,4
or3,2
mux2,201
a211o,2
o221ai,56
clkbuf,39
buf,48
nand3b,2
o22ai,25
or4,3
mux4,24
nor2,10
o21ai,19
inv,11
nand2b,8
a31oi,4
nor2b,2
dfstp,2
ha,7
a22o,2
o21a,38
o211ai,3
Power figures rest on the tool's default switching activity, not on a simulated workload.
